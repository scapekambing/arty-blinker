==> /design/flow/design.v <==
module blinker # (
    parameter                       COUNT_WIDTH = 32,
    parameter   [COUNT_WIDTH-1:0]   MAX_COUNT = 25_000_000,
    parameter                       OUTPUT_WIDTH = 4
)(
    input                           clk,
    output    [OUTPUT_WIDTH-1:0]    out 
);
    reg [COUNT_WIDTH-1:0] counter;
    reg [OUTPUT_WIDTH-1:0] seed;
    assign out = seed;
    always @(posedge clk) begin
            if (counter < MAX_COUNT)  
                counter <= counter + 1;
            else begin
                counter <= 0;
                seed <= ~seed;
            end
    end       
endmodule
module cycle # (
    parameter                   COUNT_WIDTH = 32,
    parameter                   MAX_COUNT = 25_000_000,
    parameter                   OUTPUT_WIDTH = 4       
)(
    input clk,
    output     [OUTPUT_WIDTH-1:0] out
);
    reg [COUNT_WIDTH-1:0] counter = 0;  
    reg [2:0] cycle_index = 3'b000;  
    reg direction = 0;
    reg [3:0] seq = 4'b0000;
    assign out = seq;
    always @(posedge clk) begin
            if (counter < MAX_COUNT)
                counter <= counter + 1;
            else begin
                counter <= 0;
                if (direction)
                    case (cycle_index)
                        3'b000: seq <= 4'b0000;
                        3'b001: seq <= 4'b0001;
                        3'b010: seq <= 4'b0011;
                        3'b011: seq <= 4'b0111;
                        3'b100: seq <= 4'b1111;
                    endcase
                else
                    case (cycle_index)
                        3'b000: seq <= 4'b1111;
                        3'b001: seq <= 4'b0111;
                        3'b010: seq <= 4'b0011;
                        3'b011: seq <= 4'b0001;
                        3'b100: seq <= 4'b0000;
                    endcase
                if (cycle_index == 3'b100) begin
                    cycle_index <= 3'b000;
                    direction <= ~direction;
                end
                else
                    cycle_index <= cycle_index + 1;     
            end
    end
endmodule
module cycle_v2 # (
    parameter COUNT_WIDTH = 32,
    parameter MAX_COUNT = 50_000_000,
    parameter OUTPUT_WIDTH = 4       
) (
    input clk,
    output  [OUTPUT_WIDTH-1:0] out
);
    reg [COUNT_WIDTH-1:0] counter = 0;  
    reg [2:0] cycle_index = 2'b00;  
    reg direction = 1;
    reg [3:0] seq = 4'b0000;
    assign out = seq;
    always @(posedge clk) begin
            if (counter < MAX_COUNT)
                counter <= counter + 1;
            else begin
                counter <= 0;
                if (direction)
                    seq <= (seq << 1) + 1;
                else
                    seq <= seq >> 1;
                if (cycle_index == 2'b11) begin
                    cycle_index <= 2'b00;
                    direction <= ~direction;
                end
                else
                    cycle_index <= cycle_index + 1;     
            end
    end
endmodule
module lfsr # (
    parameter                       COUNT_WIDTH = 32,
    parameter   [COUNT_WIDTH-1:0]   MAX_COUNT = 25_000_000,
    parameter                       OUTPUT_WIDTH = 4
)(
    input                           clk,
    output    [OUTPUT_WIDTH-1:0]  out 
);
    wire feedback;
    reg [COUNT_WIDTH-1:0] counter;
    reg [OUTPUT_WIDTH-1:0] shift_register;
    assign feedback = ~(shift_register[3] ^ shift_register[2]);
    assign out = shift_register;
    always @(posedge clk) begin
            if (counter < MAX_COUNT)  
                counter <= counter + 1;
            else begin
                counter <= 0;
                shift_register <= {shift_register[2:0], feedback};
            end
    end       
endmodule
module looper # (
    parameter                       COUNT_WIDTH = 32,
    parameter   [COUNT_WIDTH-1:0]   MAX_COUNT = 25_000_000,
    parameter                       OUTPUT_WIDTH = 4
)(
    input                           clk,
    output     [OUTPUT_WIDTH-1:0]  out 
);
    integer i;
    reg[OUTPUT_WIDTH-1:0] seed = 4'b0011;
    reg [COUNT_WIDTH-1:0] counter;
    assign out = seed;
    always @(posedge clk) begin
            if (counter < MAX_COUNT)  
                counter <= counter + 1;
            else begin
                counter <= 0;
                for (i=0; i<OUTPUT_WIDTH; i=i+1) begin
                    seed[i+1] <= seed[i];
                end
                seed[0] <= seed[OUTPUT_WIDTH-1];
            end
    end       
endmodule
module top (
    input               clk,  
    input       [3:0]   sw,
    output      [3:0]   led
);
    wire[3:0]   sequence_0, 
                sequence_1, 
                sequence_2, 
                sequence_3, 
                sequence_4;
    reg [3:0]   seq;
    assign led = seq;
    cycle mode_0 (
        .clk(clk),
        .out(sequence_0)
    );
    lfsr mode_1 (
        .clk(clk),
        .out(sequence_1)
    );
    blinker mode_2 (
        .clk(clk),
        .out(sequence_2)
    );
    looper mode_3 (
        .clk(clk),
        .out(sequence_3)
    );
    cycle_v2 mode_4 (
        .clk(clk),
        .out(sequence_4)
    );
    always @(*) begin
        case (sw[2:0])
            3'b000: seq <= sequence_0;
            3'b001: seq <= sequence_1;
            3'b010: seq <= sequence_2;
            3'b011: seq <= sequence_3;
            3'b100: seq <= sequence_4;
            3'b101: seq <= sw;
            3'b110: seq <= sw;
            3'b111: seq <= sw;
        endcase
    end
endmodule
==> /design/flow/run.sh <==
#!/bin/bash
# OpenROAD 26Q1-2900-gdf79404cd8, Yosys 0.63+post, stock flow scripts
make -C /OpenROAD-flow-scripts/flow DESIGN_CONFIG=/design/flow/config.mk WORK_HOME=/design/flow/orfs finish
==> /design/flow/config.mk <==
export PLATFORM = sky130hd
export DESIGN_NAME = top
export DESIGN_NICKNAME = top
export VERILOG_FILES = /design/flow/design.v
export SDC_FILE = /design/flow/constraint.sdc
export NUM_CORES = 4
export LEC_CHECK = 1
export CORE_UTILIZATION = 30
==> /design/flow/constraint.sdc <==
current_design top

set clk_period 3.6
set clk_io_pct 0.2

create_clock -name clk0 -period $clk_period [get_ports {clk}]

set non_clock_inputs [all_inputs -no_clocks]
set_input_delay [expr $clk_period * $clk_io_pct] -clock clk0 $non_clock_inputs
set_output_delay [expr $clk_period * $clk_io_pct] -clock clk0 [all_outputs]
==> run_results.csv <==
group,metric,value,unit
final_timing,max_freq,304,MHz
route,viasPerCell,4.85,
clock_network,postCtsResizedCells,0,
floorplanning,die_height,167,µm
worst_setup_path,ff2ff_setup_slack,1.29,ns
synth,ys_cells,871,
worst_setup_path,crit_end,"led[2]",
synth,netlist_instances,871,
place,io_buffers,8,
run,drv_cap,0,
floorplanning,fp_util,30.6,%
worst_setup_path,startpoint,"sw[2]",
worst_setup_path,reg2reg_from,"mode_1.counter[12]",
final_timing,rsz0062_at_grt,"no",
clock_network,root_buffer,"clkbuf_16",
cells_and_area,drive_above_1_share,6.76,%
final_timing,setup_viol,0,
clock_network,holdBufCountCts,0,
synth,syn-cell-area,8210,µm²
synth,yosysSeqAreaShare,49.2,%
final_timing,slew_headroom,38.5,%
clock_network,insertion_delay,0.42,ns
final_timing,finalCritPeriodShare,91.4,%
grt,grt_max_degree,27,
floorplanning,pin_count,9,
final_timing,worst_slack,0.311,ns
pwr,vdd_drop_max,370,µV
grt,antenna_found_initial,1,
route,drc,0,
place,pre_cts_ws,0.324,ns
synth,syn_area_per_cell,9.43,µm²
worst_setup_path,path_max_fanout,13,
worst_setup_path,critPathCaptureType,"output port",
clock_network,h-tree-depth,4,
synth,ys_async_sr_fraction,0,%
run_status,status,"finished, final reports clean",
clock_network,clock-sinks,188,
cells_and_area,nFillCells,2684,
clock_network,cts_tree,"built",
final_timing,worstMarginPinSlew,0.922,ns
floorplanning,core-area,26900,µm²
synth,ys_ff,188,
final_timing,finalHoldViolations,0,
grt,overflow,0,
worst_setup_path,reg2reg_depth,4,
final_timing,fin_skew,0.0114,ns
pwr,total_leakage_power,2.81,nW
synth,ff_type,"dfxtp_1",
route,ant_nets,0,
route,wl_per_cell,11.7,µm
route,drt_pass1_iterations,4,
route,antenna-diode-count,0,
synth,ys_types,61,
route,wl,14.7,mm
worst_setup_path,cp.required,2.88,ns
worst_setup_path,path_class,"input pin to output port",
final_timing,layout_min_cycle_time,3.29,ns
worst_setup_path,arrival,2.57,ns
final_timing,setup-tns-final,0,ns
clock_network,clk_pin_slew,0.06,ns
floorplanning,rows,60,
pwr,cellPowerDensity,495,nW/µm²
worst_setup_path,start_kind,"input pin",
cells_and_area,area_delta_synth_final,14.2,%
clock_network,cts_buffers,17,
route,vias,6101,
grt,grt_pass1_vias,5697,
worst_setup_path,worst_r2r_endpoint,"mode_1.shift_register[1]",
run,warning_count,28,
synth,edf_count,28,
worst_hold_path,hold_class,"flop to flop",
place,place.gp.congestion,0.813,
route,drt_iter0_markers,392,
place,dpl.hpwl,9.67,mm
final_timing,drv_slew,0,
clock_network,cts_buffer_depth,2,
floorplanning,die_w,167,µm
floorplanning,dieArea,28000,µm²
grt,grt_util_all_layers,11.1,%
synth,yosysWarnings,8,
synth,synth_chip_area,8210,µm²
clock_network,post-cts-setup-buffers,0,
grt,grt_pass1_wl,26.1,mm
==> state kept, by name, summed over array words and instances, names as in the netlist <==
name and count:
mode_4.seq 4, mode_0.direction 1, mode_3.counter 32, mode_4.direction 1, mode_2.seed 4, mode_4.counter 32
mode_1.counter 32, mode_0.seq 4, mode_4.cycle_index 3, mode_2.counter 32, mode_3.seed 4, mode_0.counter 32
mode_1.shift_register 4, mode_0.cycle_index 3
==> where the power goes <==
group | internal, W | total, W | switching (W)
logic | 0.000182 | 0.000369 | 0.000186
registers | 0.00233 | 0.00242 | 0.0000902
clock network | 0.00106 | 0.00185 | 0.000786
total | 0.00358 | 0.00464 | 0.00106
==> final cells by class <==
type	count	area, µm²	area share, %
repair buffers	17	148	1.57
flip-flops and latches	188	4040	43.1
clock buffers	23	499	5.32
well taps	341	427	4.55
clock inverters	9	98.8	1.05
inverters	40	150	1.60
multi-input cells	640	4010	42.8
==> Yosys cell counts (7+ instances only) <==
cell type	number	share of area, %
and3_1	8	0.61
o21ai_0	29	1.8
xor2_1	20	2.1
nand3_1	47	2.9
nor3_1	91	5.5
nor4_1	24	1.8
nor2_1	46	2.1
or3_1	27	2.1
a21oi_1	25	1.5
and2_1	7	0.53
dfxtp_1	160	39
xnor2_1	52	5.5
clkbuf_1	25	1.1
and4_1	10	1.1
inv_1	40	1.8
nand4_1	30	2.3
a211oi_1	28	2.6
o31ai_1	17	1.6
or4_1	21	1.9
ha_1	12	1.8
edfxtp_1	28	10
nand2_1	50	2.3
==> cell families after synthesis <==
group                    share of synthesized area (%)
AND/OR/NAND/NOR                                   25.6
flip-flops                                        49.2
AND-OR/OR-AND                                     11.0
buffers and inverters                             3.64
XOR/XNOR                                          7.68
adder cells (fa/ha/maj)                           1.83
multiplexers                                     0.914
other                                           0.0457
==> placed cells by master (no fill, tap or decap), types with 5 or more instances in the layout <==
cell	count
buf_4	9
or2_2	5
nor3_1	91
xor2_1	20
conb_1	34
or4_1	21
nor4_1	24
nand4_1	30
and4_1	10
xnor2_1	52
clkdlybuf4s50_1	8
or3_1	27
nand3_1	47
dfxtp_1	160
and3_1	8
o21ai_0	29
o31ai_1	17
a211oi_1	28
inv_1	40
nand2_1	50
nor3b_1	5
ha_1	12
clkbuf_16	18
a21oi_1	25
and2_1	7
nor2_1	46
edfxtp_1	28
==> routing by layer <==
metal	part of all wire [%]	routed length (µm)	GRT usage [%]
met4	1.2	176	1.40
met3	3.2	470	2.46
met1	52	7630	16.9
met2	44	6420	17.0
met5	0.088	13	0
==> metrics by stage <==
stage / utilization, % / cell area, µm² / total power [W] / hold WS (ns) / instances
floorplan: - / 8340 / 0.00272 / 0.421 / 904
global placement: 32.7 / 8780 / 0.00284 / 0.454 / 1226
detailed placement: 32.7 / 8780 / 0.00284 / 0.449 / 1226
CTS: 34.9 / 9380 / 0.00471 / 0.462 / 1258
global route: 34.9 / 9380 / 0.00489 / 0.472 / 1258
finish: 34.9 / 9380 / 0.00464 / 0.455 / 1258
==> worst min-delay path by stage <==
stage	startpoint	end	slack, ns	depth (start not counted)
CTS	mode_3.seed[0]	mode_3.seed[1]	0.46	0
global route	mode_3.seed[2]	mode_3.seed[3]	0.47	0
finish	mode_3.seed[0]	mode_3.seed[1]	0.46	0
==> critical path, cell delays in order <==
cell and delay [ns]:
clkdlybuf4s50_1 0.60, o21ai_0 0.33, a31oi_1 0.12, a311o_1 0.37, clkdlybuf4s50_1 0.43
No activity file was given, so power comes from the tool's default toggle rates.
